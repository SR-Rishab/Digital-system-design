$ cat flow/run.sh
#!/bin/bash
# OpenROAD 26Q1-2900-gdf79404cd8, Yosys 0.63+post, stock flow scripts
make -C /OpenROAD-flow-scripts/flow DESIGN_CONFIG=/design/flow/config.mk WORK_HOME=/design/flow/orfs finish
$ cat flow/config.mk
export PLATFORM = sky130hd
export DESIGN_NAME = upordown_counter
export DESIGN_NICKNAME = upordown_counter
export VERILOG_FILES = /design/flow/design.v
export SDC_FILE = /design/flow/constraint.sdc
export NUM_CORES = 4
export LEC_CHECK = 1
export CORE_AREA = 10 10 70 70
export DIE_AREA = 0 0 80 80
$ cat flow/constraint.sdc
current_design upordown_counter

set clk_period 2.4
set clk_io_pct 0.2

create_clock -name clk0 -period $clk_period [get_ports {Clk}]

set non_clock_inputs [all_inputs -no_clocks]
set_input_delay [expr $clk_period * $clk_io_pct] -clock clk0 $non_clock_inputs
set_output_delay [expr $clk_period * $clk_io_pct] -clock clk0 [all_outputs]
$ cat flow/design.v
module upordown_counter(
    Clk,
    reset,
    UpOrDown,   
    Count
    );
    input Clk,reset,UpOrDown;
    output [3 : 0] Count;
    reg [3 : 0] Count = 0;  
     always @(posedge(Clk) or posedge(reset))
     begin
        if(reset == 1) 
            Count <= 0;
        else    
            if(UpOrDown == 1)    
                if(Count == 15)
                    Count <= 0;
                else
                    Count <= Count + 1;  
            else   
                if(Count == 0)
                    Count <= 15;
                else
                    Count <= Count - 1;  
     end    
endmodule
==> impl_metrics.env <==
# source this file to load flow results
export IMPL_final_util_pct=10.6
export IMPL_antenna_found_initial=0
export IMPL_largest_register_ff_count=4
export IMPL_yosys_area_um2=221
export IMPL_cts_htree_levels=1
export IMPL_hold_violations=0
export IMPL_simple_gate_area_share_pct=7.91
export IMPL_stdcell_area_um2=362
export IMPL_fp_util_pct=6.48
export IMPL_synth_xor_area_share_pct=7.91
export IMPL_path_cells="clkdlybuf4s50_1"
export IMPL_io_buffers=6
export IMPL_synthAdderAreaFrac_pct=11.3
export IMPL_grt_ovfl_total=0
export IMPL_cts_tree="built"
export IMPL_worstReg2RegStart="Count[0]"
export IMPL_syn_area_um2=221
export IMPL_yosys_register_bits=4
export IMPL_max_slew_margin_rel_pct=84.3
export IMPL_cp_required_ns=1.92
export IMPL_common_cells="dfrtp_1, inv_1, ha_1, xnor2_1"
export IMPL_n_antenna_cell=0
export IMPL_synthFlopType="dfrtp_1"
export IMPL_top_usage_layer="met1"
export IMPL_numCtsBuffers=3
export IMPL_slowest_delay_ns=0.52
export IMPL_wirelength_um=576
export IMPL_met1_usage_pct=2.60
export IMPL_gp_congestion=0.696
export IMPL_drv_slew=0
export IMPL_fp_row_count=21
export IMPL_crit_family="buffers and inverters"
export IMPL_fin_hold_ws_ns=0.427
export IMPL_clkTransAtPathRegs_ns=0.04
export IMPL_timing_fmax_mhz=596
export IMPL_path_class="flip-flop to output pin"
export IMPL_skew_ns=0.00367
export IMPL_ys_warn_count=1
export IMPL_cp_slowest_cell="clkdlybuf4s50_1"
export IMPL_syn_inst=22
export IMPL_placed_area_um2=339
export IMPL_ys_cells=22
export IMPL_grt_max_degree=8
export IMPL_timing_final_crit_share_pct=69.9
export IMPL_crit_fanout=7
export IMPL_synth_seq_share_pct=45.2
export IMPL_chipArea_um2=6400
export IMPL_clockBufferDepth=2
export IMPL_clockRootBuffer="clkbuf_4"
export IMPL_reg2reg_to="Count[3]"
export IMPL_critPathLaunchType="flip-flop"
export IMPL_die_w_um=80
export IMPL_area_growth_pct=63.3
export IMPL_ios=7
export IMPL_grt_pass1_wl_um=966
export IMPL_r2r_cells=5
export IMPL_leakage_nw=0.140
export IMPL_ctsHoldBuffers=0
export IMPL_synth_top_area_share_pct=45.2
export IMPL_grt_pass1_vias=222
export IMPL_fin_crit_ns=1.68
export IMPL_crit_buf_inv=1
export IMPL_edf_count=0
export IMPL_post_cts_resized=0
export IMPL_async_reset_ff_share_pct=100
export IMPL_min_path_type="input port to async pin"
export IMPL_synth_cell_types=14
export IMPL_cap_viol_max_count=0
export IMPL_place_hpwl_um=447
export IMPL_dr_pass1_iters=2
export IMPL_grtUsageTotal_pct=1.95
export IMPL_cts_setup_buffers=0
export IMPL_powerDensity_nw_per_um2=972
export IMPL_largestRegisters="Count: 4 flops"
export IMPL_synthMuxAreaShare_pct=4.52
export IMPL_die_height_um=80
export IMPL_grtUsageMet3_pct=1.70
export IMPL_clk_latency_ns=0.23
export IMPL_drive_above_1_share_pct=12.9
export IMPL_ir_drop_mv=0.536
export IMPL_viasPerCell=2.48
export IMPL_cts_sinks=4
export IMPL_finalSetupViolations=0
export IMPL_rsz0062_at_grt="no"
export IMPL_coreArea_um2=3420
export IMPL_drtAntennaViolNets=0
export IMPL_top_area_cell="dfrtp_1"
export IMPL_topCombFamilyByArea="AND-OR/OR-AND gates"
export IMPL_outcome="complete, no violations"
export IMPL_drtIter0Drc=5
export IMPL_num_vias=191
export IMPL_reg2reg_slack_ns=1.04
export IMPL_crit_path_end_kind="output pin"
export IMPL_drc_errors=0
export IMPL_fill_cells=399
export IMPL_warnings=26
export IMPL_synthAoiAreaFrac_pct=14.7
export IMPL_avgSynthCellArea_um2=10.1
export IMPL_synth_area_top_cells="dfrtp_1, ha_1, xnor2_1, inv_1, mux2i_1"
export IMPL_setup_tns_ns=0
export IMPL_arrival_ns=1.20
export IMPL_largest_register="Count"
export IMPL_worstMarginPinSlew_ns=0.236
export IMPL_wl_per_cell_um=7.48
export IMPL_met2_usage_pct=2.17
==> layout by cell type (no fill, tap or decap), drive strengths merged <==
| cell type | count |
|---|---|
| inv | 5 |
| or4 | 1 |
| o21ai | 1 |
| mux2i | 1 |
| clkdlybuf4s50 | 6 |
| or3 | 1 |
| a21oi | 1 |
| dfrtp | 4 |
| ha | 2 |
| o21bai | 1 |
| xnor2 | 2 |
| a31oi | 1 |
| clkbuf | 3 |
| a221oi | 1 |
| nor2 | 1 |
==> cells by family after synthesis <==
family,count (synthesis)
simple gates,3
xor+xnor,2
flops,4
mux,1
compound gates,5
buf+inv,5
fa+ha+maj,2
==> worst max path at each step <==
| stage | start | slack (ns) | to | depth (start not counted) |
|---|---|---|---|---|
| finish | Count[0] | 0.72 | Count[0] | 1 |
| global route | Count[0] | 0.62 | Count[0] | 1 |
| CTS | Count[0] | 0.70 | Count[0] | 1 |
==> worst register-to-register path, stage by stage (launching register included) <==
cell and delay, ns:
dfrtp_1 0.45, inv_1 0.08, ha_1 0.21, o21bai_1 0.15, a221oi_1 0.24, a31oi_1 0.09
==> per-stage QoR <==
stage | power, mW | setup slack, ns | std cells
after global placement | 0.261 | 0.844 | 74
after floorplan | 0.190 | 1.19 | 22
after global routing | 0.388 | 0.618 | 77
after detailed placement | 0.271 | 0.839 | 74
after CTS | 0.360 | 0.704 | 77
final | 0.352 | 0.722 | 77
==> metal layers <==
metal	vias to the layer above	wire, µm
met5	-	0
met4	0	0
met3	0	65
met2	9	175
met1	89	336
li1	93	-
==> final cells by class <==
cell class	count	area, µm²	area share (%)
flip-flops and latches	4	100	27.7
well taps	46	57.6	15.9
multi-input cells	13	103	28.4
clock buffers	3	22.5	6.23
repair buffers	6	60.1	16.6
inverters	5	18.8	5.19
==> power by group <==
group	internal (mW)	switching, mW	leakage (nW)
Sequential	0.0943	0.0389	0.0492
Combinational	0.0893	0.0469	0.0772
Clock	0.0558	0.0263	0.0138
Power is estimated from default activity; no workload was simulated.
