## design/flow/run.sh

```bash
#!/bin/bash
# OpenROAD 26Q1-2900-gdf79404cd8, Yosys 0.63+post, stock flow scripts
make -C /OpenROAD-flow-scripts/flow DESIGN_CONFIG=/design/flow/config.mk WORK_HOME=/design/flow/orfs finish
```

## design/flow/config.mk

```make
export PLATFORM = sky130hd
export DESIGN_NAME = fifo
export DESIGN_NICKNAME = fifo
export VERILOG_FILES = /design/flow/design.v
export SDC_FILE = /design/flow/constraint.sdc
export NUM_CORES = 4
export LEC_CHECK = 1
export CORE_AREA = 10 10 79 79
export DIE_AREA = 0 0 89 89
```

## design/flow/constraint.sdc

```tcl
current_design fifo

set clk_period 2.6
set clk_io_pct 0.2

create_clock -name clk0 -period $clk_period [get_ports {clk}]

set non_clock_inputs [all_inputs -no_clocks]
set_input_delay [expr $clk_period * $clk_io_pct] -clock clk0 $non_clock_inputs
set_output_delay [expr $clk_period * $clk_io_pct] -clock clk0 [all_outputs]
```

## design/flow/design.v

```verilog
module fifo#(
parameter B=8,  
	  W=4   
)
(
input wire clk,reset,
input wire rd,wr,
input wire [B-1:0] w_data,
output wire empty,full,
output wire [B-1:0] r_data
);
reg [B-1:0] array_reg [2**W-1:0];  
reg [W-1:0] w_ptr_reg, w_ptr_next, w_ptr_succ;
reg [W-1:0] r_ptr_reg, r_ptr_next, r_ptr_succ;
reg full_reg, empty_reg, full_next, empty_next;
wire wr_en;
always@(posedge clk)
	if(wr_en)
	arrray_reg[w_ptr_reg] <= w_data;
assign r_data = array_reg[r_ptr_reg];
assign wr_en = wr & ~full_reg;
always@(posedge clk,posedge reset)
	if(reset)
	begin
	w_ptr_reg <= 0;
	r_ptr_reg <= 0;
	full_reg <= 1'b0;
	empty_reg <= 1'b1;
	end
	else
	begin
	w_ptr_reg <= w_ptr_next;
	r_ptr_reg <= r_ptr_next;
	full_reg <= full_next;
	empty_reg <= empty_reg;
	end
always@*
begin
w_ptr_succ = w_ptr_reg +1;
r_ptr_succ = r_ptr_reg +1;
w_ptr_next = w_ptr_reg;
r_ptr_next = r_ptr_reg;
full_next = full_reg;
empty_next = empty_reg;
case({wr,rd})
2'b01:  
	if(~empty_reg)  
	begin
	r_ptr_next = r_ptr_succ;
	full_next = 1'b0;
	if(r_ptr_succ == w_ptr_reg)
		empty_next = 1'b1;
	end
2'b10:  
	if(~full_reg) 
	begin
	w_ptr_next = w_ptr_succ;
	empty_next = 1'b0;
	if(w_ptr_succ == r_ptr_reg)
		full_next = 1'b1;
	end
2'b11:
	begin
	w_ptr_read = w_ptr_succ;
	r_ptr_next = r_ptr_succ;
	end
endcase
end
assign full = full_reg;
assign empty = empty_reg;
endmodule
```

==> metrics.csv <==
metric,value,unit
Final Hold Viols,0,
count of unique library cells instantiated by Yosys,16,
All-Layer GR Usage,2.241,%
# port buffers,4,
number of placed cells counting well taps,104,
worst ir drop on vdd,0.0001821,V
routed via count divided by cell count,2.722,
CTS Buffer Depth,2,
number of routed nets with antenna violations,0,
Post-DP HPWL,691.6,um
number of warning messages in the logs,33,
post-synthesis sequential area ratio,42.65,%
total count of max-transition violations in the final report,0,
count of vias placed by the detailed router,294,
Critical R2R Launch,w_ptr_reg[0],
Setup Viol. Count Final,0,
routability-driven placement congestion ratio,0.7652,
clock period minus final worst setup slack,1636,ps
Final TNS setup,0,ps
# H-tree levels,1,
final worst-path cycle share,62.94,%
Setup WS post-layout,963.7,ps
endpoint of the worst hold-timing path,r_ptr_reg[3],
Die Height,89,um
Worst path top cell family by delay,buffers and inverters,
DRC violation count after routing,0,
Pleak,0.2608,nW
Worst Min Path Start,r_ptr_reg[3],
"Req. time, crit path",2080,ps
category of the critical setup timing path,reg2out,
Min-Delay Path Class,reg2reg,
synth top area cells,"dfrtp_1 (43%), xnor2_1 (15%), buf_4 (13%)",
average wire per cell in the routed design,7.833,um
mapped cell area,528.0,um^2
worst-case register-to-register setup slack,1260,ps
cell accounting for the most synthesized area,dfrtp_1,
layout cell share with drive strength beyond 1,11.11,%
clock-pin slew on the worst setup and hold paths,40,ps
setup slack after placement,762.7,ps
Hold Crit Depth,1,
Worst Clk Skew,0.4774,ps
Max-area cell share,42.65,%
number of I/O pins,22,
max_cap viols,0,
via count of the first global-routing pass,353,
horizontal die size,89,um
met1 usage,3.294,%
maximum number of pins on one net before global-route repair,10,
met2 track demand over resource in global routing,3.125,%
TritonCTS buffer count,3,
setup repair after global routing missed its margin,false,
Die Area,7921,um^2
Post-synth regs,9,
Yosys Chip Area,528.0,um^2
drt first-iter violations,7,
clk latency late pin,230,ps
count of flip-flops with a built-in enable after synthesis,0,
Area Overhead vs Synth,21.09,%
floorplan utilization,11.33,%
endpoint kind of the worst setup timing path,output port,
data arrival time at the worst-slack endpoint,1120,ps
top_reg_cell synth,dfrtp_1,
Reg2Reg Capture Point,full_reg,
total overflow reported by the global router,0,
cts repair resizes,0,
Final Instance Count excl. Fillers,108,
maximum fanout count along the critical path,3,
global-route wire length before repair,1504,um
CTS tree,yes,
critical path buffer and inverter count,1,
Ant. Diodes,0,
total of warnings raised by yosys,5,
WL final,846,um
postcts setup bufs,0,
"slowest stage delay, CP",490,ps
cell-by-cell trace of the critical path,clkdlybuf4s50_1,
Most Crowded Layer GR,met1,
maximum operating frequency,611.1,MHz
drt pass-1 iters,3,
Commonest cells post-synth,"buf_4 (9), dfrtp_1 (9), xnor2_1 (9)",
number of sinks driven by the clock tree,9,
Worst Setup Start Kind,flop,
r2r worst-path depth,4,
core area,4661,um^2
# Cells Yosys,48,
power density normalized to cell area,1097,nW/um^2
fraction of synthesis flops using an asynchronous set or reset pin,100.0,%
clk root buf,clkbuf_8,
average instance area after synthesis,11.00,um^2
slowest stage cell on the critical path,clkdlybuf4s50_1,
initial antenna violation count,0,
post-cts hold buffer count,0,
floorplan row count,25,
synthesized instance count,48,
met3 global-route usage,0.2755,%
final-layout fill cell count,515,
final hold slack,481.4,ps
run status,"complete, no violations",
area by class of cell:
cell class	count	area, um^2	area share, %
well taps	54	67.56	10.57
multi-input cells	35	254.0	39.73
repair buffers	4	40.04	6.262
flip-flops and latches	9	225.2	35.23
clock buffers	4	45.04	7.045
inverters	2	7.507	1.174
per-layer routing:
metal  part of all wire [%]  vias to the layer above
met5                      0                        -
li1                       -                      150
met1                     52                      132
met2                     40                       10
met3                    3.4                        2
met4                    3.9                        0
metrics by stage:
stage	utilization (%)	total power [mW]	instance area (um^2)
finish	13.72	0.7015	639.4
global route	13.72	0.7722	639.4
CTS	13.72	0.7173	639.4
detailed placement	12.75	0.5518	594.3
global placement	12.75	0.5481	594.3
floorplan	-	0.4970	554.3
where the power goes:
group          switching, mW  internal, mW  total, mW  leakage, nW
logic                 0.0911         0.155      0.247        0.132
clock network         0.0512         0.106      0.158       0.0228
registers             0.0843         0.213      0.297        0.106
kinds of logic after synthesis:
family                   synth area share (%)
AND-OR/OR-AND                           4.739
AND/OR/NAND/NOR                         9.716
buffers and inverters                   14.22
flip-flops                              42.65
multiplexers                            4.265
XOR/XNOR                                18.25
adder cells (fa/ha/maj)                 4.739
other                                   1.422
worst max-delay path by stage:
stage	depth (start not counted)	endpoint	start
CTS	1	full	full_reg
finish	1	full	full_reg
global route	1	full	full_reg
layout by cell type (no fill, tap or decap):
cell	synthesis	final
a21oi_1	1	1
nor3b_4	1	1
clkdlybuf4s50_1	0	4
nand3_1	3	3
conb_1	2	9
a31o_1	1	1
nand4_1	1	1
nand2_1	2	2
clkbuf_8	0	3
ha_1	2	2
dfrtp_1	9	9
o2111a_1	1	1
mux2_2	2	2
xnor2_1	9	9
inv_1	2	2
clkbuf_1	0	1
xor2_1	2	2
nor2_1	1	1
Power figures rest on the tool's default switching activity, not on a simulated workload.
