### flow/design.v
module full_adder(s,co,a,b,cin);
output wire s,co;
input wire a,b,cin;
assign s = a^b^cin;
assign  co = (a&b)|(b&cin)|(a&cin);
endmodule
module ripple8(s,co,a,b,cin);
output wire [7:0]s;
output wire co;
input wire [7:0]a,b;
input wire cin;
wire x1,x2,x3,x4,x5,x6,x7;
full_adder fa1(s[0],x1,a[0],b[0],cin);
full_adder fa2(s[1],x2,a[1],b[1],x1);
full_adder fa3(s[2],x3,a[2],b[2],x2);
full_adder fa4(s[3],x4,a[3],b[3],x3);
full_adder fa5(s[4],x5,a[4],b[4],x4);
full_adder fa6(s[5],x6,a[5],b[5],x5);
full_adder fa7(s[6],x7,a[6],b[6],x6);
full_adder fa8(s[7],co,a[7],b[7],x7);
endmodule
### flow/run.sh
#!/bin/bash
# OpenROAD 26Q1-2900-gdf79404cd8, Yosys 0.63+post, stock flow scripts
make -C /OpenROAD-flow-scripts/flow DESIGN_CONFIG=/design/flow/config.mk WORK_HOME=/design/flow/orfs finish
### flow/config.mk
export PLATFORM = sky130hd
export DESIGN_NAME = ripple8
export DESIGN_NICKNAME = ripple8
export VERILOG_FILES = /design/flow/design.v
export SDC_FILE = /design/flow/constraint.sdc
export NUM_CORES = 4
export LEC_CHECK = 1
export CORE_AREA = 10 10 70 70
export DIE_AREA = 0 0 80 80
### flow/constraint.sdc
current_design ripple8

set clk_period 4.6
set clk_io_pct 0.2

create_clock -name clk0 -period $clk_period

set non_clock_inputs [all_inputs -no_clocks]
set_input_delay [expr $clk_period * $clk_io_pct] -clock clk0 $non_clock_inputs
set_output_delay [expr $clk_period * $clk_io_pct] -clock clk0 [all_outputs]
==> notes.md <==
Results of an implementation run.

The final tally of setup violations is 2. After clock tree synthesis, the flow added hold-fix buffers numbering 0. The synthesis-to-layout area growth is 105%. The synthesis report lists the most area-consuming cells as fa_1 62%, buf_4 23%, inv_1 15%.

After global routing the overflow that remains totals 0. The I/O pin count is 26. The full die area is 6400 sq um.

Across all layers, the routed design uses 212 vias. Before placement the cells fill 7.55% of the core. The number of post-CTS setup repair buffers is 0. By instance count after routing, the leading logic cell types are 17 x clkdlybuf4s50_1, 8 x fa_2, 4 x inv_2, 4 x inv_1. The final hold slack is 2.58 ns. The checks that failed: negative setup slack.

According to the Yosys statistics, the synthesized design has a chip area of 258 sq um. The main kind of combinational logic by area is adder cells. Entering global routing, the biggest net connects 2 pins. The number of vias per cell is 2.36. Checking max transition, the worst relative margin is 92.7%. The flow ran to the end, but the final reports show violations. Global routing used 2.33% of the available tracks across all layers. Summing the sequential cell areas from Yosys gives 0% of the chip area.

The synth_stat.txt file lists the number of cells as 26. The worst setup path is launched from an input port. The leakage power of the design is 0.000213 uW. The floorplan step defined a core boundary enclosing 3420 sq um.

In the placement report, post-DP HPWL is listed as 749 um. The synthesized netlist devotes 0% of its cell area to XOR and XNOR gates. Measured against the total synthesized area, the mux share comes to 0%. Max-slew check failures listed in the final report amount to 0. The biggest area consumer among synthesized cells is fa_1. The proportion of layout cells with a drive suffix above 1 is 45.5%.

The data arrival time of the critical path is 3.97 ns. Synthesis handed over a netlist of 26 instances. The number of cells after detailed placement is 90. The total power divided by cell area is 108 nW/um^2. The most common cell after layout, fill and taps aside is clkdlybuf4s50_1. The total antenna diodes in the routed design is 0.

The final critical path takes up 106% of the cycle. Setup repair after global routing could not meet its margin everywhere. The type of destination of the critical path is an output port.

The detailed router finished its first iteration with 0 violations. The wire length recorded after detailed routing is 747 um. Leaving out filler cells and counting taps, the final layout contains 90. The die is 80 um wide.

The number of warnings printed during yosys synthesis is 0. The class of the tightest hold or removal check is input port to output port. Summing every instance area after synthesis gives 258 sq um. The global-route wire length before repair is 1230 um. The adder and majority cell fraction of the synthesized area is 62.1%.

The number of sequential cells reported for the layout is 0. The analysis reports a worst IR drop on VDD of 41.1 uV. The number of design rule violations left after detail routing is 0.

Per the placement log, port buffering inserted 26 buffers. The number of filler cells placed in the layout is 388. The multi-input logic area is 180 sq um.

The number of standard-cell rows in the floorplan is 21. The iteration count recorded for the first detailed-route pass is 1. The required time at the worst-slack endpoint is 3.68 ns. The die span in y is 80 um. The number of antenna-violating nets in the routed design is 0.

For reference, simple AND, OR, NAND and NOR cells occupy 0% of the area reported after synthesis. The tool flagged a number of max-cap violations equal to 0. In this run, the synthesized area fraction spent on AND-OR/OR-AND gates is recorded as 0%. Max fanout on the critical path was recorded as 1. The final layout report lists a clock buffer count of 0.

The hold violation total from the final report is 0. Across the whole layout, storage elements account for 0 sq um. At the pin with the least slew margin, the transition time is 0.110 ns.

The congestion estimate from routability-driven global placement came to 0.835. The number of OpenROAD warnings is 35. The count of cell types in the netlist is 3. The minimum clock period after layout is 4.89 ns.

The worst setup path is of the input port to output port kind. Per the post-synthesis stats, the area per cell is 9.91 sq um. In this build the clock could be raised as far as 0.205 GHz. The number of global-route vias before repair was 243. The initial antenna violation count is 0. Yosys reports that the leading cell type by area covers 62.1% of the netlist area.

The post-layout worst setup margin is -0.286 ns. The routed wirelength normalized by instance count is 8.30 um.
[kinds of logic after synthesis]
| family | Yosys count |
|---|---|
| adder cells (fa/ha/maj) | 8 |
| buffers and inverters | 18 |
[report_power, final]
group | internal, uW | leakage, uW | switching [uW]
Sequential | 0 | 0 | 0
Combinational | 39.9 | 0.000213 | 17.3
Clock | 0 | 0 | 0
[metal layers]
metal | vias up | GRT usage [%] | share of wire [%]
met5 | - | 0 | 0
met4 | 0 | 0 | 0
met3 | 0 | 1.93 | 28
met2 | 24 | 2.89 | 29
met1 | 92 | 3.19 | 43
li1 | 96 | - | -
[Yosys cell counts]
cell type	count
buf_4	8
fa_1	8
inv_1	10
[per-stage QoR]
step,util (%),total power (uW),TNS [ns],setup WS (ns),cell area [sq um]
final,15.5,57.3,-0.312,-0.286,529
after global placement,15.5,62.1,-2.71,-1.03,528
after global routing,15.5,66.5,-0.589,-0.408,529
after floorplan,-,30.1,-0.162,-0.162,270
after CTS,15.1,57.8,-0.668,-0.429,517
after detailed placement,15.5,62.4,-2.81,-1.06,528
[area by class of cell]
cell class,count,share of cell area [%]
Timing Repair Buffer,26,47.0
Multi-Input combinational cell,8,34.0
Tap cell,46,10.9
Inverter,10,8.04
[what timing repair did]
item / 4_1_cts / 5_1_grt
gates cloned: 0 / 0
endpoints found under the setup margin: 5 / 3
pin swaps: 8 / 8
gates resized: 35 / 4
[worst paths after layout]
| kind | startpoint | to | slack [ns] | cells past startpoint |
|---|---|---|---|---|
| setup / recovery | b[0] | s[7] | -0.29 | 14 |
| hold / removal | a[0] | s[0] | 2.58 | 5 |
[worst max-delay path, cell delays in order]
cell   delay (ns)
buf_8        0.10
inv_4        0.04
fa_2         0.19
inv_2        0.04
fa_2         0.33
fa_2         0.36
fa_2         0.35
fa_2         0.34
fa_2         0.34
fa_2         0.34
inv_2        0.06
fa_2         0.42
inv_2        0.05
buf_2        0.08
Power figures rest on the tool's default switching activity, not on a simulated workload.
